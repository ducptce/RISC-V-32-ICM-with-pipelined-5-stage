==> /design/flow/design.v <==
module Br_Comp 
#(parameter DATA_WIDTH = 32)
(input [DATA_WIDTH-1:0] i_Read1,
 input [DATA_WIDTH-1:0] i_Read2,
 output reg o_ctrl_LT,
 output reg o_ctrl_LTU,
 output reg o_ctrl_EQ
 );
 wire w_ctrl_EQ, w_ctrl_LTU, w_ctrl_LT;
 reg signed [DATA_WIDTH-1:0] r_sign_Read1, r_sign_Read2;
 assign w_ctrl_LTU = (i_Read1 < i_Read2)?1'b1:1'b0;
 assign w_ctrl_LT = (r_sign_Read1 < r_sign_Read2)?1'b1:1'b0;
 assign w_ctrl_EQ = (i_Read1 == i_Read2)?1'b1:1'b0;
 always@(*) begin
   r_sign_Read1 = i_Read1;
	r_sign_Read2 = i_Read2;
	o_ctrl_LTU = w_ctrl_LTU;
	o_ctrl_LT = w_ctrl_LT;
	o_ctrl_EQ = w_ctrl_EQ; 
 end
endmodule
==> /design/flow/run.sh <==
#!/bin/bash
# OpenROAD 26Q1-2900-gdf79404cd8, Yosys 0.63+post, stock flow scripts
make -C /OpenROAD-flow-scripts/flow DESIGN_CONFIG=/design/flow/config.mk WORK_HOME=/design/flow/orfs finish
==> /design/flow/config.mk <==
export PLATFORM = sky130hd
export DESIGN_NAME = Br_Comp
export DESIGN_NICKNAME = Br_Comp
export VERILOG_FILES = /design/flow/design.v
export SDC_FILE = /design/flow/constraint.sdc
export NUM_CORES = 4
export LEC_CHECK = 1
export CORE_AREA = 10 10 82 82
export DIE_AREA = 0 0 92 92
==> /design/flow/constraint.sdc <==
current_design Br_Comp

set clk_period 4.1
set clk_io_pct 0.2

create_clock -name clk0 -period $clk_period

set non_clock_inputs [all_inputs -no_clocks]
set_input_delay [expr $clk_period * $clk_io_pct] -clock clk0 $non_clock_inputs
set_output_delay [expr $clk_period * $clk_io_pct] -clock clk0 [all_outputs]
==> Slide: Implementation Results <==
Synthesis and Place & Route Summary

Outcome
  – Status: finished clean

Min path
  – HP Class: in2out

Flow run
  – Max-Cap Viols: 0
  – Total tool warning count: 32

Final timing
  – Final setup vio count: 0
  – Max-slew violations: 0
  – Slew HR: 0.801
  – Tmin final: 3870 ps
  – RSZ-0062 raised after global routing: no
  – Final Hold Viols: 0
  – Hold WS: approximately 2600 ps
  – Period utilization: 0.943
  – Worst setup slack after layout: 235 ps
  – Setup total negative slack: 0 ps
  – Worst-margin pin slew: 298 ps
  – F_max: 259 MHz

Placed design
  – Pre-CTS setup slack: -53.6 ps
  – Port Buffer Count: ~67
  – Post-DP Area: between 0.0015 and 0.002 sq mm
  – Dpl cells: 256
  – GP Congestion: approximately 0.80
  – Half-perimeter wire length after placement: 2580 um

Setup path
  – Req. time, crit path: roughly 3300 ps
  – Endpoint class of the critical path: output port
  – Critical path buffers and inverters: 4
  – CP endpoint: o_ctrl_EQ
  – Crit path depth: 10
  – CP Class: in2out
  – Worst setup startpoint: i_Read2[31]
  – Crit path max-delay family: buffers and inverters
  – Critical Path Start Type: input pin
  – Arrival time of the worst setup path: 3050 ps
  – Max FO, Critical Path: 4
  – CP Cell Sequence: clkdlybuf4s50_1, inv_1, ha_1, and4_1, nand4_1, nor4_2, buf_4, nand2_1, nor2_1, clkdlybuf4s50_1
  – Crit-path slowest cell: clkdlybuf4s50_1
  – Slowest stage delay, CP: around 480 ps
  – Worst path most repeated cell: clkdlybuf4s50_1

Yosys
  – Synth warnings: 1
  – Yosys stat chip area: between 800 and 900 sq um
  – Cells after Synth: 115
  – Cell area after synthesis: ~820 sq um
  – Cell type with the largest total area: ha_1
  – Syn_area_per_cell: about 7.1 sq um
  – Top cells, area: ha_1 (49%), inv_1 (15%), a21oi_1 (6.1%), nand4_1 (3.8%), a221o_1 (3.7%)
  – Most frequent cells after synthesis: inv_1 (33), ha_1 (32), a21oi_1 (10)
  – Cell Type Count: 20
  – Seq/Total Area, Yosys: 0
  – Yosys Instances: 115
  – Most frequent cell after synthesis: inv_1
  – Post-synth top area share: 0.488

GRT
  – GRT Resource Usage Total: 0.0611
  – Vias in the first global route: 1062
  – First-pass GRT wire length: 4510 um
  – Gr ovfl total: 0
  – Initial antenna violation count: 0
  – Pin count of the biggest net entering global routing: 5

Route
  – N_diodes: 0
  – DRT antenna net count: 0
  – Vias: 984
  – DRT iter0 DRCs: 5
  – Drt pass-1 iters: 3
  – Avg WL per Cell: 10.4 um
  – Post-route DRC: 0
  – Via density: 3.83
  – Final WL: 2670 um

Floorplanning
  – Site Rows: 26
  – IO Count: ~67
  – Width of the die: 92 um
  – Core area: 0.00507 sq mm
  – Chip area: 0.00846 sq mm
  – Fp_density: 0.162
  – Die Ht: 92 um

Layout
  – Num sequential: 0
  – Fraction of layout cells with a size suffix above 1: 0.0588
  – Layout Utilization: 0.322
  – Non-filler cells, final: 257
  – Flop area: 0 sq um
  – Area Overhead vs Synth: 99.1%
  – Cell area after layout: between 0.0015 and 0.002 sq mm
  – # clk buffers: 0

Pwr
  – IR drop worst, VDD: 0.0263 mV
  – Static leakage: 0.824 nW
  – Pwr Total: 0.140 mW
  – Pwr dens: around 86 mW/mm^2
## layout by cell type (no fill, tap or decap)
master / count
a21boi_0: 1
a21o_1: 2
a21oi_1: 9
a21oi_2: 1
a221o_1: 3
a221oi_1: 1
and2_4: 2
and4_1: 1
buf_4: 5
clkdlybuf4s50_1: 65
dlygate4sd2_1: 1
dlymetal6s2s_1: 1
ha_1: 32
inv_1: 33
nand2_1: 8
nand3_1: 4
nand4_1: 5
nor2_1: 4
nor2b_1: 1
nor3_1: 1
nor4_2: 3
o211ai_1: 1
o21ai_0: 2
o31a_1: 1
## worst min-delay path: cells and delay by family
kind / cells / cell delay, ps
adder cells (fa/ha/maj): 1 / 130
buffers and inverters: 3 / 560
AND-OR/OR-AND: 1 / 50
AND/OR/NAND/NOR: 2 / 220
## worst min-delay path by stage
stage | slack (ps) | endpoint | start | cells after the start
CTS | 2700 | o_ctrl_LT | i_Read2[31] | 6
global route | 2670 | o_ctrl_LTU | i_Read1[31] | 6
finish | 2620 | o_ctrl_LTU | i_Read2[23] | 7
## cells by family (layout without fill, tap and decap cells)
group                      after synthesis  in the layout  share of synthesized area
adders and majority gates               32             32                      0.488
AOI/OAI and AO/OA                       21             21                      0.168
and+or+nand+nor                         29             29                      0.194
buffers and inverters                   33            105                      0.151
## area by class of cell
cell class	instances	area, sq um
fill	546	3440
multi-input combinational	82	713
timing repair buffer	72	709
inverter	33	124
tap	70	87.6
## metal layers
layer,vias to the layer above,wire length [um],GRT usage,part of all wire
li1,542,-,-,-
met3,0,148,0.00988,0.055
met2,35,1240,0.114,0.46
met4,0,0,0,0
met1,407,1280,0.0761,0.48
met5,-,0,0,0
## power breakdown
group | internal [mW] | total [mW] | switching [mW]
clock network | 0 | 0 | 0
logic | 0.0933 | 0.140 | 0.0468
registers | 0 | 0 | 0
total | 0.0933 | 0.140 | 0.0468
## what timing repair did
| action | 4_1_cts | 5_1_grt |
|---|---|---|
| pin swaps | 0 | 3 |
| hold buffers | 0 | 0 |
| setup endpoints to repair | 1 | 2 |
| setup buffers | 0 | 1 |
| endpoints found under the hold margin | 0 | 0 |
| gates resized | 2 | 3 |
Power and IR drop assume default switching activity.
